[run.sh]
#!/bin/bash
# OpenROAD 26Q1-2900-gdf79404cd8, Yosys 0.63+post, stock flow scripts
make -C /OpenROAD-flow-scripts/flow DESIGN_CONFIG=/design/flow/config.mk WORK_HOME=/design/flow/orfs finish
[design.v]
`timescale 1 ns / 1 ps
module ALU#( parameter N=16)(
input [N-1:0]A,
input [N-1:0]B,
input as,				 
output reg [N-1:0]C			 
);
always@(A or B or as)			 
begin
if ( as == 0 )
C <= B - A ;
else if ( as == 1)
C <= A + B ;
end
endmodule
[constraint.sdc]
current_design ALU

set clk_period 15.0
set clk_io_pct 0.2

create_clock -name clk0 -period $clk_period

set non_clock_inputs [all_inputs -no_clocks]
set_input_delay [expr $clk_period * $clk_io_pct] -clock clk0 $non_clock_inputs
set_output_delay [expr $clk_period * $clk_io_pct] -clock clk0 [all_outputs]
[config.mk]
export PLATFORM = sky130hd
export DESIGN_NAME = ALU
export DESIGN_NICKNAME = ALU
export VERILOG_FILES = /design/flow/design.v
export SDC_FILE = /design/flow/constraint.sdc
export NUM_CORES = 4
export LEC_CHECK = 1
export CORE_AREA = 10 10 93 93
export DIE_AREA = 0 0 103 103
==> impl_metrics.tcl <==
# metrics dict for downstream scripts
set metrics [dict create \
    gr-total-overflow 0 \
    aoi_share 0.292 \
    p_total_w 0.0000902 \
    route.detailed.drc 0 \
    cpMaxStageDelayCell "clkdlybuf4s50_1" \
    fmax_mhz 107 \
    crit_type "in -> out" \
    drtPass1Iterations 4 \
    use_met1 0.0772 \
    worstPathArrival_ns 6.38 \
    power.density_mw_per_mm2 55.3 \
    ys_warn_count 1 \
    fp-utilization 0.159 \
    n_clock_buffer 0 \
    synth.comb.largest_family "AND-OR/OR-AND gates" \
    critPathMaxStageDelay_ns 0.48 \
    worst_pin_slew_ns 0.494 \
    tns_ns 0 \
    grt_use_total 0.0652 \
    ir_drop_uv 11.1 \
    hold_class "in -> out" \
    period_needed_ns 9.38 \
    mux_area_frac 0.0209 \
    setup_viol 0 \
    syn_avg_cell_area_um2 7.53 \
    fillers 737 \
    log.warning_count 35 \
    slew_headroom 0.670 \
    ys_seq_frac 0 \
    ys_sh_simple 0.168 \
    crit_fanout 4 \
    cts_hold_buf 0 \
    drv_cap 0 \
    p_leak_nw 0.652 \
    dieArea_mm2 0.0106 \
    drtIter0Drc 82 \
    synthToLayoutAreaGrowth_pct 51.3 \
    use_met3 0.00812 \
    top_usage_layer "met2" \
    synth_top_area_share 0.221 \
    ys_cells 143 \
    hold_ws_ns 7.02 \
    crit_path_end_kind "primary output" \
    cts_resized 0 \
    io_pins 49 \
    hold_viol 0 \
    area_leaders "ha_1 (22%), xor2_1 (14%), a21oi_1 (9.3%)" \
    yosysChipArea_mm2 0.00108 \
    combGateArea_mm2 0.00102 \
    adder_share 0.239 \
    grt_setup_unrepaired "false" \
    dpl.hpwl_um 3190 \
    die_x_um 103 \
    post-place-cells 268 \
    core.rowCount 30 \
    drive_above_1_share 0.0319 \
    grt_pass1_wl_um 5580 \
    slew_violations 0 \
    yosysTopAreaCell "ha_1" \
    fin_crit_sh 0.626 \
    antenna_cells 0 \
    syn-cell-area_mm2 0.00108 \
    fin_cells 268 \
    syn_inst 143 \
    vias_per_cell 4.38 \
    use_met2 0.125 \
    vias 1173 \
    gp_congestion 0.858 \
    post_cts_buffers 0 \
    n_sequential_cell 0 \
    grt_pass1_vias 1189 \
    lay_top_count "clkdlybuf4s50_1" \
    lay_top_cells "clkdlybuf4s50_1 (49), a21oi_1 (20), ha_1 (19), xor2_1 (17), nor2_1 (16)" \
    core_region_area_mm2 0.00676 \
    final_util 0.241 \
    totalWireLength_um 3500 \
    antenna_found_initial 0 \
    yosysUniqueCellTypes 37 \
    grt_max_degree 16 \
    cp_cell_sequence "clkdlybuf4s50_1, inv_1, ha_1, nor2b_1, nand3_1, nor2_1, a21oi_1, xor2_1, ha_1, a21o_1, a2111oi_0, a211o_1, o31ai_1, xnor2_1, clkdlybuf4s50_1" \
    worstPathRequired_ns 12.00 \
    fp.dieH_um 103 \
    wl_per_cell_um 13.1 \
    start_kind "primary input" \
    xor_share 0.228 \
    regArea_um2 0 \
    drtAntennaViolNets 0 \
    status "completed" \
    port_buffers 49 \
]
==> final timing paths <==
path	from	endpoint	slack, ns	cells past startpoint
max	A[0]	C[15]	5.62	15
min	B[0]	C[0]	7.02	3
==> metrics by stage <==
| step | worst slack [ns] | area (um2) |
|---|---|---|
| after detailed placement | 5.59 | 1630 |
| after global placement | 5.64 | 1630 |
| after CTS | 5.57 | 1630 |
| after global routing | 5.30 | 1630 |
| final | 5.62 | 1630 |
| after floorplan | 6.89 | 1080 |
==> layer usage <==
layer | vias up | part of all wire
li1 | 620 | -
met1 | 525 | 0.43
met2 | 26 | 0.53
met3 | 2 | 0.033
met4 | 0 | 0.011
met5 | - | 0
==> area by class of cell <==
cell class	instances	area share
Inverter	5	0.0115
Multi-Input combinational cell	134	0.626
Tap cell	80	0.0614
Timing Repair Buffer	49	0.301
==> critical path: cells and delay by family <==
kind	cells	cell delay, ns
buf+inv	3	1.01
compound gates	5	0.99
simple gates	3	0.55
fa+ha+maj	2	0.45
xor+xnor	2	0.40
==> power by group <==
part | internal (W) | switching [W]
Clock | 0 | 0
Sequential | 0 | 0
Combinational | 0.0000541 | 0.0000360
Total | 0.0000541 | 0.0000360
==> cells in the mapped netlist, types with 2 or more instances <==
cell type,n
buf_6,3
ha_1,19
o21ai_0,7
nor2_1,16
nand2_1,5
inv_1,5
a211o_1,2
a21oi_1,20
a221oi_1,2
xnor2_1,11
o21a_1,3
a31oi_1,2
a21o_1,3
xor2_1,17
a211oi_1,2
nor3_1,3
nand4_1,3
==> kinds of logic (layout without fill, tap and decap cells) <==
family / Yosys count / in the layout
buf+inv: 9 / 54
xor+xnor: 28 / 28
compound gates: 48 / 48
mux: 2 / 2
fa+ha+maj: 20 / 20
simple gates: 36 / 36
Power figures rest on the tool's default switching activity, not on a simulated workload.
