**design/flow/config.mk**
```make
export PLATFORM = sky130hd
export DESIGN_NAME = controller_unit
export DESIGN_NICKNAME = controller_unit
export VERILOG_FILES = /design/flow/design.v
export SDC_FILE = /design/flow/constraint.sdc
export NUM_CORES = 4
export LEC_CHECK = 1
export CORE_UTILIZATION = 30
```
**design/flow/constraint.sdc**
```tcl
current_design controller_unit

set clk_period 2.0
set clk_io_pct 0.2

create_clock -name clk0 -period $clk_period [get_ports {clk}]

set non_clock_inputs [all_inputs -no_clocks]
set_input_delay [expr $clk_period * $clk_io_pct] -clock clk0 $non_clock_inputs
set_output_delay [expr $clk_period * $clk_io_pct] -clock clk0 [all_outputs]
```
**design/flow/design.v**
```verilog
`timescale 1ns / 100ps
module controller_unit (clk, clear, LB_M, Done, Q_shift_in, Sel, A_sig, B_sig, M_sig, N_sig, R_sig, Q_sig);
 input clk;
 input clear;
 input LB_M;
 output reg Done;
 output reg Q_shift_in;
 output reg Sel;
 output reg [2:0] A_sig, B_sig, M_sig, N_sig, R_sig, Q_sig;
reg [3:0] state;
 parameter   clearS = 4'b0000, ShiftS = 4'b0001, HoldS = 4'b0010, SubtractS = 4'b0011, WaitS = 4'b0100, TestS = 4'b0101,
             NoOverflowS = 4'b0110, OverflowS = 4'b0111, EndS = 4'b1000, DoneS = 4'b1001;
  reg [4:0] Count;
 always @ (posedge clk, posedge clear)
 begin
       if (clear == 1) state <= clearS;
          else 
            begin
                   case (state)
                         clearS: begin
                          state <= ShiftS;
                          A_sig <= 3'b010;       
                          B_sig <= 3'b010;       
                          M_sig <= 3'b100;      
                          N_sig <= 3'b100;     
                          R_sig <= 3'b100;    
                          Q_sig <= 3'b100;   
                          Count <= 0;      
                          Done <= 0;
                           Q_shift_in <= 0;
                          end
                 ShiftS:  begin
                            state <= HoldS;  
                          A_sig <= 3'b000;       
                          B_sig <= 3'b001;       
                          M_sig <= 3'b001;      
                          N_sig <= 3'b000;     
                          R_sig <= 3'b000;    
                          Q_sig <= 3'b000;   
                          end
                    HoldS: begin
                            state <= SubtractS;
                          B_sig <= 3'b000;       
                          M_sig <= 3'b000;      
                          N_sig <= 3'b010;     
                         Sel <= 1;        
                        end
                     SubtractS: begin
                             state <= WaitS;
                          M_sig <= 3'b010;      
                          N_sig <= 3'b000;     
                         end
                     WaitS: begin
                            state <= TestS;
                           M_sig <= 3'b000;
                          end
                    TestS: begin
                          M_sig <= 3'b000;  
                          Sel <= 0;      
                          if (LB_M == 1'b1) state <= OverflowS;   
                           else if (LB_M == 1'b0) state <= NoOverflowS;   
                          end
                    OverflowS: begin
                        state <= EndS;
                        M_sig <= 3'b010;
                        Q_shift_in <= 0;
                         Count <= Count+1;
                        end
                      NoOverflowS: begin
                            state <= EndS;
                             M_sig <= 3'b000;   
                             Q_shift_in <= 1;
                             Count <= Count+1;
                           end
                       EndS: begin
                           M_sig <= 3'b000;   
                           Q_sig <= 3'b001;    
                            if (Count == 16) state <= DoneS;
                                else state = ShiftS;
                           end
                        DoneS: begin
                           state <= DoneS;
                            R_sig <= 3'b010;  
                            Q_sig <= 3'b000;    
                             Done <= 1;
                           end
                 endcase
         end
   end
 endmodule
```
**design/flow/run.sh**
```bash
#!/bin/bash
# OpenROAD 26Q1-2900-gdf79404cd8, Yosys 0.63+post, stock flow scripts
make -C /OpenROAD-flow-scripts/flow DESIGN_CONFIG=/design/flow/config.mk WORK_HOME=/design/flow/orfs finish
```
==> results_dict.tcl <==
# collected from the flow reports
set metrics [dict create \
    remaining_drc_errors 0 \
    r2r_slack_ps 680 \
    fp-row-count 22 \
    drtIter0Drc 17 \
    clkTransAtPathRegs_ps 60 \
    synthCells 89 \
    cts_tree "yes" \
    port_buffers 17 \
    routed_via_density 4.27 \
    dp_hpwl_mm 1.17 \
    clk_latency_ps 280 \
    rsz0062_at_grt "no" \
    drtPass1Iterations 3 \
    grt_first_pass_wirelength_mm 2.99 \
    common_cells "20 x edfxtp_1, 13 x nor2_1, 9 x dfrtp_1" \
    startpoint_type "flop" \
    syn_area_um2 1190 \
    vias 674 \
    overflow 0 \
    antenna_left 0 \
    crit_chain "clkdlybuf4s50_1" \
    warnings 26 \
    ctsResizeCount 0 \
    antenna_found_initial 0 \
    crit_slowest_cell "clkdlybuf4s50_1" \
    crit_type "flop to output pin" \
    p_per_area_nw_per_um2 1010 \
    post_synth.cell_area_avg_um2 13.4 \
    grt_pass1_vias 635 \
    synthDominantCellAreaShare 0.505 \
    diodes 0 \
    drv_cap 0 \
    yosys-stat-area_um2 1190 \
    die_y_um 65.0 \
    cp_top_family "buffers and inverters" \
    topCellsByArea "edfxtp_1 50%, dfrtp_1 19%, nor2_1 4.1%, buf_4 3.8%, dfstp_2 2.2%" \
    fp.dieW_um 65.0 \
    initCoreUtil 0.318 \
    crit_required_ps 1600 \
    drive_gt1_frac 0.136 \
    synth_seq_share 0.716 \
    utilization 0.400 \
    slowest_delay_ps 460 \
    ys_ff 30 \
    skew_ps 5.50 \
    wl_mm 1.69 \
    synth.distinct_cells 23 \
    max_freq_mhz 675 \
    min_period_over_period 0.741 \
    grt_usage 0.0965 \
    gp_congestion 0.748 \
    yosys.area.top_type "edfxtp_1" \
    fp.coreArea_um2 3740 \
    flop_cell "edfxtp_1" \
    drv_slew 0 \
    finalHoldViolCount 0 \
    min_period_ps 1480 \
    async_reset_ff_frac 0.333 \
    crit_buf_inv 1 \
    finalSetupTns_ps 0 \
    edf_count 20 \
    ys_warn_count 1 \
    status "finished clean" \
    cts_root_buf "clkbuf_8" \
    ys_cells 89 \
    critical_path_arrival_ps 1080 \
    io_pins 24 \
    peakVddDrop_mv 0.351 \
    setup_viol 0 \
    dpl_worst_slack_ps 236 \
    fin_ws_ps 517 \
    cts_sinks 30 \
    p_total_mw 1.51 \
    drt-wirelength-per-cell_um 10.7 \
    post_cts_buffers 0 \
    grt_max_degree 11 \
    power_leakage_nw 0.587 \
    dieArea_um2 4220 \
    holdBufCountCts 0 \
    min_path_type "flop to flop" \
    h-tree-depth 2 \
    worst_setup_path_end_kind "output pin" \
    cts_buffer_depth 2 \
    yosysMostFrequentCell "edfxtp_1" \
    syn2layout_area_growth_pct 25.9 \
    critPathMaxFanout 1 \
    cts_buffers 5 \
    whs_ps 382 \
]
==> stage by stage <==
step                instances  cell area (um^2)
floorplan                  95              1210
global placement          150              1390
detailed placement        150              1390
CTS                       158              1500
global route              158              1500
finish                    158              1500
==> logic make-up (layout without fill, tap and decap cells) <==
kind of cell,Yosys count,count (layout),share of synthesized area
and+or+nand+nor,24,24,0.0957
other,1,7,0.00315
xor gates and xnor gates,3,3,0.0221
AOI/OAI and AO/OA,10,10,0.0620
adders and majority gates,2,2,0.0210
DFF,30,30,0.716
buffers and inverters,19,34,0.0799
==> flip-flops by register name, summed over array words and instances, names as in the netlist <==
signal,cells
A_sig,1
Q_sig,2
Q_shift_in,1
M_sig,3
R_sig,2
Sel,1
Done,1
N_sig,2
B_sig,2
state,10
Count,5
==> worst reg2reg max path: stages (launching register included) <==
cell     delay [ps]
dfstp_2         540
inv_1           130
a21oi_4         200
a21o_1          160
==> area by class of cell <==
type | instances | area [um^2]
fill | 360 | 2250
multi-input combinational | 46 | 265
inverter | 7 | 26.3
timing repair buffer | 19 | 185
clock inverter | 3 | 40.0
tap | 48 | 60.1
sequential | 30 | 852
clock buffer | 5 | 68.8
==> where the power goes <==
| part | switching, mW | internal (mW) |
|---|---|---|
| clock network | 0.215 | 0.366 |
| registers | 0.0504 | 0.744 |
| logic | 0.0510 | 0.0851 |
| total | 0.317 | 1.19 |
==> worst paths after layout <==
path	from	end	cells after the start
worst min-delay path	state[2]	state[7]	0
min in group asynchronous	clear	state[8]	2
worst min register to register	state[2]	state[7]	0
worst max-delay path	Q_shift_in	Q_shift_in	1
worst max register to register	state[0]	M_sig[1]	3
max in group asynchronous	clear	state[0]	3
==> cells in the final DEF (no fill, tap or decap) <==
cell and instances:
bufinv_16 1, nor2_1 13, nor2b_1 1, nor3_1 3, inv_1 6, edfxtp_1 20, and2_1 1, ha_1 2
buf_4 2, or2_2 1, a21o_1 3, inv_2 1, nand3_1 4, clkbuf_8 5, conb_1 7, xnor2_1 1
a41o_1 1, a21oi_4 1, dfrtp_1 9, clkdlybuf4s50_1 17, nor2_4 1, dfstp_2 1, clkinv_2 2, a21oi_1 5
xor2_1 2
==> layer usage <==
| metal | global-route usage | part of all wire |
|---|---|---|
| met2 | 0.135 | 0.43 |
| met5 | 0 | 0 |
| met4 | 0.0250 | 0.016 |
| met1 | 0.146 | 0.48 |
| met3 | 0.0375 | 0.068 |
No activity file was given, so power comes from the tool's default toggle rates.
