`./constraint.sdc`:
```
current_design ShiftReg

set clk_period 2.8
set clk_io_pct 0.2

create_clock -name clk0 -period $clk_period [get_ports {clk}]

set non_clock_inputs [all_inputs -no_clocks]
set_input_delay [expr $clk_period * $clk_io_pct] -clock clk0 $non_clock_inputs
set_output_delay [expr $clk_period * $clk_io_pct] -clock clk0 [all_outputs]
```
`./run.sh`:
```
#!/bin/bash
# OpenROAD 26Q1-2900-gdf79404cd8, Yosys 0.63+post, stock flow scripts
make -C /OpenROAD-flow-scripts/flow DESIGN_CONFIG=/design/flow/config.mk WORK_HOME=/design/flow/orfs finish
```
`./design.v`:
```
`timescale 1ns / 1ps
module ShiftReg#(parameter N = 16)
(
input load,
input clear,			 
input shiftL,			 
input shiftR,			 
input shiftin,			 
input clk,
input [N-1:0]Din,			 
output reg [N-1:0]Dout 		 
);
always@(posedge clk) 
begin
if( clear == 1)
Dout <= 0; 			 
else if (load == 1)
Dout <= Din; 			 
else if (shiftR == 1)
Dout <= Dout >> 1 ; 	 
else if (shiftL == 1)
Dout <= {Dout[N-2:0],shiftin}; 	 
else
Dout <= Dout;				 
end
endmodule 
```
`./config.mk`:
```
export PLATFORM = sky130hd
export DESIGN_NAME = ShiftReg
export DESIGN_NICKNAME = ShiftReg
export VERILOG_FILES = /design/flow/design.v
export SDC_FILE = /design/flow/constraint.sdc
export NUM_CORES = 4
export LEC_CHECK = 1
export CORE_AREA = 10 10 90 90
export DIE_AREA = 0 0 100 100
```
==> flow_metrics.env <==
# physical design summary
export IMPL_chipWidth_um=100
export IMPL_drc=0
export IMPL_period_used=0.708
export IMPL_ys_warnings_count=1
export IMPL_fp_util=0.148
export IMPL_regMostFlops="Dout"
export IMPL_drive_above_1_share=0.313
export IMPL_comb_power_share=0.246
export IMPL_tightest_slew_ns=0.476
export IMPL_wl_per_cell_um=14.4
export IMPL_critPathMaxFanout=19
export IMPL_period_needed_ns=1.98
export IMPL_netlist_area_um2=927
export IMPL_report_final_slew_viol_count=0
export IMPL_clk_path_buf_depth=2
export IMPL_ir_drop_mv=0.140
export IMPL_track_usage=0.0553
export IMPL_p_int_w=0.000441
export IMPL_clock_latency_ns=0.25
export IMPL_start_kind="primary input"
export IMPL_hold_start="Dout[0]$_SDFFE_PP0P_"
export IMPL_clockPowerShare=0.299
export IMPL_r2r_end="Dout[10]$_SDFFE_PP0P_"
export IMPL_relSlewSlack=0.680
export IMPL_cts_tree="built"
export IMPL_status="finished clean"
export IMPL_antenna_cells=0
export IMPL_power_frac_seq=0.455
export IMPL_netSwitchingPower_w=0.000132
export IMPL_ctsResizeCount=0
export IMPL_tool_warnings=25
export IMPL_end_kind="flop"
export IMPL_rr_startpoint="Dout[11]$_SDFFE_PP0P_"
export IMPL_rsz0062_at_grt="no"
export IMPL_cts_htree_levels=1
export IMPL_crit_arrival_ns=2.12
export IMPL_grt_pass1_vias=798
export IMPL_holdPathStages=1
export IMPL_fin_skew_ns=0.00200
export IMPL_globalplace_congestion=0.714
export IMPL_hold_slack_ns=0.525
export IMPL_fmax_mhz=505
export IMPL_num_io_pins=38
export IMPL_dr_pass1_iters=4
export IMPL_lay_top_cells="37 x clkdlybuf4s50_1, 22 x mux2_2, 16 x dfxtp_1, 15 x a22o_1, 6 x mux2_4"
export IMPL_drt_iter0_drc=38
export IMPL_port_buffers=37
export IMPL_synth_cell_type_count=17
export IMPL_largest_register_ffs=16
export IMPL_final_hold_violation_count=0
export IMPL_holdBufCountCts=0
export IMPL_reg2reg_depth=3
export IMPL_grt_pass1_wl_mm=4.50
export IMPL_hold_class="reg -> reg"
export IMPL_ys_ff=16
export IMPL_fin_area_mm2=0.00141
export IMPL_lay_top_count="clkdlybuf4s50_1"
export IMPL_cts_buffers_inserted=3
export IMPL_cp_required_ns=2.94
export IMPL_setup_viol=0
export IMPL_core_area_mm2=0.00628
export IMPL_ys_area_um2=927
export IMPL_antenna_found_initial=0
export IMPL_top_regs="Dout x16"
export IMPL_setup_tns_ns=0
export IMPL_hold_end="Dout[0]$_SDFFE_PP0P_"
export IMPL_rows=29
export IMPL_swShare=0.231
export IMPL_root_buffer="clkbuf_8"
export IMPL_ant_nets=0
export IMPL_synth_cells=77
export IMPL_leakage_nw=0.548
export IMPL_place_area_mm2=0.00136
export IMPL_power_density_mw_per_mm2=408
export IMPL_area_delta_synth_final_pct=51.6
export IMPL_clock_sinks=16
export IMPL_clk_pin_slew_ns=0.06
export IMPL_syn_area_per_cell_um2=12.0
export IMPL_cts_setup_buffers=0
export IMPL_via_per_inst=3.76
export IMPL_yosys_cells=77
export IMPL_max_cap_viol_count=0
export IMPL_routed_wl_mm=2.77
export IMPL_path_class="in -> reg"
export IMPL_globalRouteOverflowTotal=0
export IMPL_vias=721
export IMPL_die_h_um=100
export IMPL_synth_seq_share=0.345
export IMPL_ff2ff_setup_slack_ns=1.62
export IMPL_grt_max_degree=20
export IMPL_fp_dieArea_mm2=0.0100
## per-stage QoR
| step | total power (W) | cells | util | setup WS, ns |
|---|---|---|---|---|
| CTS | 0.000581 | 192 | 0.224 | 0.792 |
| detailed placement | 0.000410 | 189 | 0.217 | 0.549 |
| global route | 0.000611 | 192 | 0.224 | 0.735 |
| global placement | 0.000409 | 189 | 0.217 | 0.558 |
| finish | 0.000573 | 192 | 0.224 | 0.819 |
| floorplan | 0.000334 | 77 | - | 1.16 |
## power by group through the flow
stage	combinational, W	sequential [W]	clock [W]
after CTS	0.000144	0.000262	0.000175
after global routing	0.000154	0.000264	0.000193
final	0.000141	0.000261	0.000171
## logic make-up after synthesis
group           count (synthesis)  share of synthesized area
simple gates                    6                     0.0472
compound gates                 19                      0.163
mux                            29                      0.375
buf+inv                         7                     0.0688
flops                          16                      0.345
## routing by layer
layer,share of wire,GRT usage
met5,0,0
met4,0.016,0.0109
met2,0.47,0.0901
met1,0.46,0.0732
met3,0.055,0.0132
## worst max-delay path by stage
stage,slack [ns],startpoint,cells after the start,end
after CTS,0.79,load,4,Dout[4]$_SDFFE_PP0P_
after global routing,0.74,load,4,Dout[4]$_SDFFE_PP0P_
final,0.82,shiftR,5,Dout[10]$_SDFFE_PP0P_
## area by class of cell
class	instances	area, um^2
fillers	656	4870
multi-input cells	54	543
repair buffers	41	400
flip-flops and latches	16	320
well taps	77	96.3
clock buffers	3	41.3
inverters	1	3.75
## critical path: stages
cell and delay, ns:
clkdlybuf4s50_1 0.45, buf_4 0.27, mux2_2 0.36, mux2_2 0.25, a22o_1 0.22
## cell usage after synthesis
cell type	count	share of area
mux2_4	6	0.097
nor4_4	1	0.023
nand2_1	2	0.0081
mux2_2	22	0.27
inv_1	1	0.0040
a22o_1	15	0.14
a21oi_1	3	0.016
dfxtp_1	16	0.35
o21ai_0	1	0.0054
or3_1	1	0.0068
buf_4	1	0.0081
nor2_1	1	0.0040
buf_12	1	0.022
buf_6	2	0.024
buf_2	2	0.011
nor3_1	1	0.0054
mux2i_1	1	0.011
No activity file was given, so power comes from the tool's default toggle rates.
